## /design/flow/design.v

```verilog
`timescale 1ns / 1ps
module kicker(input clk , input charge_flag , input [6:0]kick_time ,input ir ,output charge ,output Trigger 
    );
reg state = 0  ;
reg next_state = 0;
reg [19:0]counter = 0;
reg [19:0]set_time = 0;
reg invalid = 1;
reg charge = 0;
reg Trigger = 1;
parameter IDLE = 0, Begin_charge = 1;
always
begin
		  if(kick_time==7'b0000001)  begin set_time<=957550; invalid = 1; end
	else if(kick_time==7'b0000011)  begin set_time<=873476; invalid = 1; end
	else if(kick_time==7'b0000111)  begin set_time<=833576; invalid = 1; end
	else if(kick_time==7'b0011111)  begin set_time<=788576; invalid = 1; end
	else if(kick_time==7'b1000000)  begin set_time<=748576; invalid = 1; end
	else if(kick_time==7'b1100000)  begin set_time<=648576; invalid = 1; end
	else if(kick_time==7'b1110000)  begin set_time<=548576; invalid = 1; end
	else if(kick_time==7'b1111000)  begin set_time<=498576; invalid = 1; end
	else if(kick_time==7'b1111100)  begin set_time<=448576; invalid = 1; end
	else if(kick_time==7'b1111110)  begin set_time<=394876; invalid = 1; end
	else if(kick_time==7'b1111111)  begin set_time<=1;      invalid = 1; end
	else invalid = 0;
end
always @(posedge clk)
begin
	state <= next_state;
	case(state)
	IDLE: if(charge_flag&invalid)
				begin
				next_state = Begin_charge;
				counter = set_time;
				charge = 0;
				Trigger = 0;
				end
			else
				begin
				next_state = IDLE;
				charge = 1;
				Trigger = 0;
				counter = set_time;
				end
	Begin_charge: if(counter == 0)
							begin
							next_state = IDLE;
							charge = 1;
							Trigger = 1;
							end
					  else
							begin
							next_state = Begin_charge;
							counter = counter +1;
							charge = 0;
							Trigger = 0;
					  end
	endcase
end
endmodule
```

## /design/flow/run.sh

```bash
#!/bin/bash
# OpenROAD 26Q1-2900-gdf79404cd8, Yosys 0.63+post, stock flow scripts
make -C /OpenROAD-flow-scripts/flow DESIGN_CONFIG=/design/flow/config.mk WORK_HOME=/design/flow/orfs finish
```

## /design/flow/config.mk

```make
export PLATFORM = sky130hd
export DESIGN_NAME = kicker
export DESIGN_NICKNAME = kicker
export VERILOG_FILES = /design/flow/design.v
export SDC_FILE = /design/flow/constraint.sdc
export NUM_CORES = 4
export LEC_CHECK = 1
export CORE_UTILIZATION = 40
```

## /design/flow/constraint.sdc

```tcl
current_design kicker

set clk_period 3.8
set clk_io_pct 0.2

create_clock -name clk0 -period $clk_period [get_ports {clk}]

set non_clock_inputs [all_inputs -no_clocks]
set_input_delay [expr $clk_period * $clk_io_pct] -clock clk0 $non_clock_inputs
set_output_delay [expr $clk_period * $clk_io_pct] -clock clk0 [all_outputs]
```

==> ci_impl_report.md <==
### Flow metrics

| Metric | Value |
|---|---|
| Initial core utilization | `0.415` |
| Status | `completed` |
| CTS root buffer | `clkbuf_8` |
| Register share of total power | `0.557` |
| Longest Clk Path Bufs | `2` |
| Synth cell types | `approximately 57` |
| Clk latency of the worst-skew pair | `~0.26 ns` |
| Vias in the first global route | `1436` |
| Wl on met1 | `2210 um` |
| Share of the synthesized area in the top cell type | `0.283` |
| Achievable clock frequency | `between 400 and 500 MHz` |
| Hold Crit Class | `flop to flop` |
| Area Overhead vs Synth | `10.1%` |
| Pins Over Slew Limit | `0` |
| Top Layout Cells | `27 x nor2_1, 20 x edfxtp_1, 20 x dlxtn_1, 17 x a21oi_1, 15 x nand2_1` |
| Largest net degree at the start of global routing | `40` |
| WL final | `around 4200 um` |
| Hold buffers post-CTS | `0` |
| Worst clock skew | `~0.0022 ns` |
| Top FF cell, synth | `edfxtp_1` |
| Cts repair resizes | `0` |
| Count of library flops with an enable pin | `20` |
| Routability cong. | `between 0.9 and 1` |
| Fin area | `~2300 sq um` |
| Cells in synth_stat.txt | `~230` |
| Gr ovfl total | `0` |
| DIE AREA | `about 5600 sq um` |
| Cell area leaders | `edfxtp_1 28%, dlxtn_1 14%, nor2_1 4.8%, xnor2_1 4.5%, a21oi_1 4.0%` |
| Post-Layout Cell Count | `~310` |
| # Max-Cap Violations | `0` |
| Ys async rst share | `0` |
| Initial DRC Count | `about 65` |
| Worst Path Required | `between 3 and 4 ns` |
| Yosys warning total | `1` |
| PortBufs | `10` |
| Hold_sp | `next_state` |
| Row count | `26` |
| Die extent in x | `74.8 um` |
| Startpoint types | `flop` |
| Top layer in use | `met4` |
| Initial antenna violation count | `0` |
| Post-Syn Area | `2120 sq um` |
| Total Routing Usage GR | `0.162` |
| Fraction of layout cells with a size suffix above 1 | `0.101` |
| Hold Slack | `between 0.3 and 0.4 ns` |
| Final setup vio count | `0` |
| Endpoints left unconstrained | `20` |
| Worst slew pin tran | `about 0.91 ns` |
| CP Class | `flop to flop` |
| Slew HR | `0.389` |
| Crit path time final | `around 2.2 ns` |
| Final period util | `0.590` |
| PwrDens | `around 270 nW/um^2` |
| Hold path depth | `0` |
| Sw frac | `0.265` |
| Syn Area/Cell | `~9.2 sq um` |
| Internal Power | `roughly 470 uW` |
| Antenna diodes | `0` |
| Final hold viol count | `0` |
| Filler cells | `between 500 and 600` |
| Vias | `~1600` |
| CTS tree | `yes` |
| Drt drc | `0` |
| Die Y | `about 75 um` |
| Crit path DAT | `approximately 2.3 ns` |
| Cell taking the most area after synthesis | `edfxtp_1` |
| H-tree depth | `1` |
| Post-synthesis cell count | `about 230` |
| Routed len/inst | `approximately 14 um` |
| Worst VDD drop | `~0.12 mV` |
| Leakage power | `around 0.00087 uW` |
| Area after DPL | `between 2000 and 2500 sq um` |
| Via density | `approximately 5.3` |
| Crit-path max FO | `15` |
| Register pins left without a clock | `20` |
| TritonCTS Buffers | `3` |
| Pre-antenna DRT Iters | `4` |
| Flops after synth | `roughly 44` |
| First-pass GRT wire length | `around 7000 um` |
| Core ar. | `a little over 5000 sq um` |
| DRT antenna net count | `0` |
| Nature of the critical path endpoint | `flop` |
| Count of tool warnings | `27` |
| YS chip area | `2120 sq um` |
| Clock transition at path regs | `roughly 0.080 ns` |
| Clock power share | `0.272` |
| Combinational cell fraction of total power | `0.171` |
| RSZ-0062 raised after global routing | `false` |
| DR WL met3 | `~100 um` |
| Post-route setup TNS | `0 ns` |
| Reg2Reg Depth | `4` |
| R2r startpoint | `counter[10]` |
| Most frequent logic cell in the layout | `nor2_1` |
| Io pins | `12` |
| Setup crit start | `counter[10]` |
| Met2 wire length | `approximately 1800 um` |
| Setup Buffers After CTS | `0` |
| Switching power | `between 150 and 200 uW` |
| Detailed Place HPWL | `about 3100 um` |
| Cells after DPL | `just over 300` |
==> cells in the mapped netlist, drive strengths merged (2+ instances only) <==
master  number
clkbuf       5
or2          7
a31oi        4
nand3       12
or4          3
nor2        27
nor4         8
and2         3
nor3b        2
mux2         2
dlxtn       20
nand3b       2
and3         2
xor2         2
a21o         3
nand4        9
inv          9
nor2b        2
dfxtp        4
xnor2       11
buf          5
nor3         6
edfxtp      20
o21ai        7
ha           2
a21oi       17
nand2       16
==> cell type report <==
class                           instances  area (sq um)  area share
Timing Repair Buffer                   12           115      0.0493
Tap cell                               70          87.6      0.0375
Multi-Input combinational cell        168          1060       0.456
Clock buffer                            4          55.1      0.0236
Inverter                                9          33.8      0.0145
Sequential cell                        44           981       0.420
==> worst max-delay path: stages (launching register included) <==
cell	delay, ns
edfxtp_1	0.48
or4_1	0.57
nor2_1	0.16
nand4_1	0.41
buf_4	0.37
==> metrics by stage <==
step	setup WS, ns	util	power (uW)
CTS	1.55	0.458	638
detailed placement	1.28	0.447	466
finish	1.56	0.458	633
global placement	1.28	0.447	465
floorplan	1.56	-	431
global route	1.37	0.458	668
==> layer usage <==
metal,track usage,up-vias
li1,-,854
met1,0.278,750
met2,0.238,31
met3,0.0163,2
met4,0.0189,0
met5,0,-
==> cells by family (layout without fill, tap and decap cells) <==
| group | Yosys count | after routing | synth area share |
|---|---|---|---|
| simple gates | 106 | 106 | 0.289 |
| mux | 3 | 3 | 0.0153 |
| buf+inv | 19 | 25 | 0.0360 |
| xor+xnor | 13 | 13 | 0.0537 |
| fa+ha+maj | 2 | 2 | 0.0118 |
| compound gates | 44 | 44 | 0.132 |
| flops | 24 | 24 | 0.321 |
| latches | 20 | 20 | 0.142 |
==> power by group through the flow <==
| stage | Clock (uW) | Sequential, uW | Combinational (uW) |
|---|---|---|---|
| finish | 172 | 353 | 108 |
| global route | 190 | 358 | 120 |
| CTS | 178 | 353 | 108 |
==> state kept, by name, summed over array words and instances, names as in the netlist <==
name and count:
counter 20, charge 1, next_state 1, state 1
set_time 20, Trigger 1
==> worst paths after layout <==
check | end | slack [ns]
setup / recovery | counter[9] | 1.56
hold / removal | state | 0.34
setup reg to reg | counter[9] | 1.56
hold reg to reg | state | 0.34
Power is estimated from default activity; no workload was simulated.
