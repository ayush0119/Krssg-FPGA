==> flow/design.v <==
`timescale 1ns / 1ps
module uart_rx_module(input clk,
	input data_line,
	output data_flag,
	output [7:0]data_byte
    );
parameter CLKS_PER_BIT = 3'b111;
parameter S_IDLE = 3'b000;
parameter S_START = 3'b001;
parameter S_DATA = 3'b010;
parameter S_PARITY = 3'b011;
parameter S_STOP = 3'b100;
parameter S_CLEANUP = 3'b101;
reg [2:0]current_state = 3'b000;
reg current_data;
reg current_data_temp;
reg [3:0]clk_counter = 4'b0000;
reg [2:0]bit_index = 3'b000;
reg [7:0]data = 8'b00000000;
reg flag = 1'b0;
always@(posedge clk)
begin
	current_data_temp <= data_line;
	current_data <= current_data_temp;
end
always@(posedge clk)
begin
	case(current_state)
		S_IDLE:
			begin
				if(current_data == 0)
				begin
					current_state <= S_START;
					clk_counter <= 0;
					bit_index <= 0;
					flag <= 0;
				end
				else
					current_state <= S_IDLE;
			end
		S_START:
			begin
				if (clk_counter == (CLKS_PER_BIT>>1))
				begin
					if (current_data == 0)
					begin
						current_state <= S_DATA;
						clk_counter <= 0;
					end
					else
						current_state <= S_IDLE;
				end
				else
				begin
					clk_counter <= clk_counter + 1;
					current_state <= S_START;
				end
			end
		S_DATA:
			begin
				if (clk_counter == CLKS_PER_BIT)
				begin
					clk_counter <= 0;
					data[bit_index] <= current_data;
					if (bit_index == 7)
					begin
						current_state <= S_STOP;
						bit_index <= 0;
					end
					else
					begin
						bit_index <= bit_index + 1;
						current_state <= S_DATA;
					end
				end
				else
				begin
					clk_counter <= clk_counter + 1;
					current_state <= S_DATA;
				end
			end
		S_STOP:
			begin
				if (clk_counter == CLKS_PER_BIT)
				begin
					clk_counter <= 0;
					flag <= 1;
					current_state <= S_CLEANUP;
				end
				else
				begin
					clk_counter <= clk_counter + 1;
					current_state <= S_STOP;
				end
			end
		S_CLEANUP:
			begin
				if (clk_counter == (CLKS_PER_BIT>>1))
				begin
					clk_counter <= 0;
					current_state <= S_IDLE;
					data <= 8'b00000000;
					flag <= 0;
				end
				else
				begin
					clk_counter <= clk_counter + 1;
					current_state <= S_CLEANUP;
				end
			end
		default:
			begin
				current_state <= S_IDLE;
			end
	endcase
end
assign data_byte = data;
assign data_flag = flag;
endmodule
==> flow/run.sh <==
#!/bin/bash
# OpenROAD 26Q1-2900-gdf79404cd8, Yosys 0.63+post, stock flow scripts
make -C /OpenROAD-flow-scripts/flow DESIGN_CONFIG=/design/flow/config.mk WORK_HOME=/design/flow/orfs finish
==> flow/config.mk <==
export PLATFORM = sky130hd
export DESIGN_NAME = uart_rx_module
export DESIGN_NICKNAME = uart_rx_module
export VERILOG_FILES = /design/flow/design.v
export SDC_FILE = /design/flow/constraint.sdc
export NUM_CORES = 4
export LEC_CHECK = 1
export CORE_AREA = 10 10 88 88
export DIE_AREA = 0 0 98 98
==> flow/constraint.sdc <==
current_design uart_rx_module

set clk_period 2.4
set clk_io_pct 0.2

create_clock -name clk0 -period $clk_period [get_ports {clk}]

set non_clock_inputs [all_inputs -no_clocks]
set_input_delay [expr $clk_period * $clk_io_pct] -clock clk0 $non_clock_inputs
set_output_delay [expr $clk_period * $clk_io_pct] -clock clk0 [all_outputs]
==> GITHUB_STEP_SUMMARY <==
### Metrics collected by this job

| Metric | Value |
|---|---|
| Result of the run | `finished clean` |
| Leak | `0.525 nW` |
| Setup-violating endpoint count in the final report | `0` |
| HP Class | `reg2reg` |
| Initial detailed-routing violation count | `72` |
| PortBufs | `10` |
| FP Core Util | `0.225` |
| Vertical die size | `98 microns` |
| Destination of the worst register-to-register timing path | `data[2]` |
| Total of fill cells in the finished design | `620` |
| Most instantiated cells after synthesis | `16 x edfxtp_1, 10 x a21oi_1, 8 x inv_1` |
| Seq share, synth | `0.435` |
| Mapped cell area | `0.00134 sq mm` |
| Total vias in the final route | `949` |
| Worst clock skew | `0.00313 ns` |
| Endpoint, Worst Hold | `current_data` |
| Power per standard cell area | `885 mW/mm^2` |
| Area of the core | `0.00592 sq mm` |
| Resized cells post-CTS | `0` |
| Final Critical Period | `1.81 ns` |
| Distinct cell type count after synthesis | `47` |
| Synthesis area per yosys | `0.00134 sq mm` |
| Cts bufs inserted | `3` |
| Post-CTS setup repair buffer count | `0` |
| Total power | `1.35 mW` |
| Area growth from synthesis to layout | `13.9%` |
| Slew at the pin closest to its max-slew limit | `0.470 ns` |
| Count of flip-flops with a built-in enable after synthesis | `16` |
| Insertion Delay late pin | `0.26 ns` |
| Primary FF master, synth | `edfxtp_1` |
| Antenna violations before repair | `0` |
| Final weighted congestion of routability-driven global placement | `0.773` |
| Critical path start-end classification | `reg2reg` |
| Fraction of registers with async set/reset | `0` |
| DR DRC count | `0` |
| Fmax | `0.551 GHz` |
| Final slew viol count | `0` |
| Hold buffers post-CTS | `0` |
| Worst R2R Path Depth | `5` |
| H-tree level count | `1` |
| Critical Path Start Type | `register` |
| Detail-routed net length per standard cell | `11.8 microns` |
| Cell accounting for the most synthesized area | `edfxtp_1` |
| TritonCTS clock tree | `yes` |
| Hold path startpoint | `current_data_temp` |
| Number of antenna diodes | `0` |
| Most used standard cell by instance count after synthesis | `edfxtp_1` |
| Pin count of the biggest net entering global routing | `14` |
| # placed instances | `203` |
| Signal arrival time at the worst endpoint | `1.82 ns` |
| Final Hold Vio Count | `0` |
| Number of global-route vias before repair | `888` |
| Cell at the root of the clock tree | `clkbuf_8` |
| Post-layout instance count excluding filler cells | `207` |
| Clock-pin slew on the worst setup and hold paths | `0.08 ns` |
| Synthesized netlist cell count | `127` |
| Maximum Capacitance Violations | `0` |
| Routed wire length | `2450 microns` |
| Worst Path Required | `2.41 ns` |
| Layout cell share with drive strength beyond 1 | `0.121` |
| CP Max Fanout | `11` |
| GRT Resource Usage Total | `0.0507` |
| Hold slack final | `0.334 ns` |
| Dominant cells by area after synthesis | `edfxtp_1 36%, dfxtp_1 7.5%, ha_1 4.7%, a21oi_1 3.7%, buf_4 2.8%` |
| Pre-Repair DR Iteration Count | `4` |
| Synth Area per Inst | `10.5 sq um` |
| Synth Register Bits | `21` |
| Stage-log warning count | `27` |
| Source of the worst register-to-register timing path | `bit_index[0]` |
| First-pass GRT wire length | `4280 microns` |
| Count of pins on the block boundary | `11` |
| Peak supply drop | `0.000243 V` |
| Tightest slew margin relative to the limit | `0.686` |
| Post-route antenna net violation count | `0` |
| Area share of the leading cell type in the synthesized netlist | `0.360` |
| R2R setup slack | `0.59 ns` |
| Setup repair after global routing missed its margin | `false` |
| CTS Sinks | `21` |
| Total die size | `0.00960 sq mm` |
| Number of buffers between clock root and the deepest sink | `2` |
| Depth of the worst hold-timing path | `0` |
| Final global-route overflow total | `0` |
| Number of placement rows | `28` |
| CP endpoint kind | `register` |
| Post-route setup TNS | `0 ns` |
| Number of standard cells reported by yosys | `127` |
| Synthesis warning total | `1` |
| Via count normalized by instance count | `4.58` |
| Die boundary width | `98 microns` |
| Period utilization | `0.756` |
| Half-perimeter wire length of the detailed placement result | `1750 microns` |
state kept, by name, indices dropped and copies added, names as in the netlist:
name,flops
bit_index,3
clk_counter,4
current_data,1
current_data_temp,1
current_state,3
data,8
flag,1
routing by layer:
layer	vias up	part of all wire	global-route usage	routed length, microns
li1	491	-	-	-
met1	436	0.49	0.0654	1210
met2	20	0.43	0.0822	1050
met3	2	0.066	0.0171	161
met4	0	0.012	0.00783	29
met5	-	0	0	0
layout by cell type (no fill, tap or decap), drive strengths merged, types with 3 or more instances in the layout:
cell type,instances
o211ai,3
o2111ai,3
inv,9
ha,5
dfxtp,5
edfxtp,16
o21ai,7
a21oi,10
nand4,4
nor3,3
a31oi,3
clkdlybuf4s50,10
o31ai,3
nor3b,6
nor2,4
nand2b,4
nor2b,4
nand2,5
clkbuf,3
layout make-up:
class	instances	area [sq um]	share of cell area
inverter	9	33.8	0.0222
multi-input combinational	87	658	0.433
sequential	21	581	0.382
clock buffer	3	41.3	0.0272
clock inverter	1	5.00	0.00329
tap	75	93.8	0.0617
timing repair buffer	11	108	0.0708
critical path, cell delays in order, from the launching register on:
cell and delay (ns):
edfxtp_1 0.54, inv_1 0.11, ha_1 0.37, xor2_2 0.18, o31ai_1 0.27, a21oi_1 0.09
per-stage QoR:
stage | util | setup WS, ns | area (sq um)
final | 0.257 | 0.586 | 1520
after global routing | 0.257 | 0.466 | 1520
after floorplan | - | 0.713 | 1340
after global placement | 0.249 | 0.620 | 1470
after detailed placement | 0.249 | 0.595 | 1470
after CTS | 0.257 | 0.578 | 1520
how the worst max path moves through the flow:
stage,start,end,slack (ns),cells past startpoint
final,bit_index[0],data[2],0.59,5
after global routing,clk_counter[1],bit_index[1],0.47,4
after CTS,bit_index[0],data[2],0.58,5
power breakdown:
part / leakage [nW] / internal, mW / switching (mW)
Clock: 0.0255 / 0.116 / 0.121
Combinational: 0.303 / 0.230 / 0.238
Sequential: 0.197 / 0.514 / 0.126
Total: 0.525 / 0.860 / 0.485
logic make-up (layout without fill, tap and decap cells):
| logic type | Yosys count | in the layout | synth area share |
|---|---|---|---|
| xor+xnor | 4 | 4 | 0.0375 |
| flops | 21 | 21 | 0.435 |
| buf+inv | 19 | 24 | 0.0722 |
| mux | 1 | 1 | 0.00750 |
| compound gates | 39 | 39 | 0.207 |
| fa+ha+maj | 5 | 5 | 0.0469 |
| simple gates | 38 | 38 | 0.194 |
Power and IR drop assume default switching activity.
